==> design/flow/design.v <==
`timescale 1ns / 100ps
module ALU(A,B,OP,C,Cout);
	input [15:0]A;
	input [15:0]B;
	input [3:0]OP;
	output [15:0]C;
	output Cout;
	reg reg_Cout;
	reg [15:0]reg_C;
	wire msbA;
	wire msbB;
	assign C = reg_C;
	assign Cout = reg_Cout;
	assign msbA = A[15];
	assign msbB = B[15];
	always @ (*) begin
		case (OP)
			4'b0000:  
				begin
					reg_C = A+B;
					if((msbA == 1'b0)&(msbB == 1'b0)&(reg_C[15] == 1'b1)) begin
						reg_Cout = 1'b1;
					end
					if((msbA == 1'b1)&(msbB == 1'b1)&(reg_C[15] == 1'b0))begin
						reg_Cout = 1'b1;
					end
					else begin
						reg_Cout = 1'b0;
					end
				end
			4'b0001:  
				begin
					reg_C = A-B;
					if((msbA == 1'b0)&(msbB == 1'b1)&(reg_C[15] == 1'b1)) begin
						reg_Cout = 1'b1;
					end
					if((msbA == 1'b1)&(msbB == 1'b0)&(reg_C[15] == 1'b0))begin
						reg_Cout = 1'b1;
					end
					else begin
						reg_Cout = 1'b0;
					end
				end
			4'b0010:  
				begin
					reg_C= A&B;
					reg_Cout = 1'b0;
				end
			4'b0011:  
				begin
					reg_C= A|B;
					reg_Cout = 1'b0;
				end
			4'b0100:  
				begin
					reg_C= ~(A&B);
					reg_Cout = 1'b0;
				end
			4'b0101:  
				begin
					reg_C= ~(A|B);
					reg_Cout = 1'b0;
				end
 			4'b0110:  
			 	begin
					reg_C = A^B;
					reg_Cout = 1'b0;
				end
			4'b0111:  
				begin
					reg_C = ~(A^B);
					reg_Cout = 1'b0;
				end
			4'b1000:  
				begin
					reg_C = A;
					reg_Cout = 1'b0;
				end
			4'b1001:  
				begin
					reg_C = ~A;
					reg_Cout = 1'b0;
				end
			4'b1010:  
				begin
					reg_C = {1'b0, A[15:1]};
					reg_Cout = 1'b0;
				end
			4'b1011:  
				begin
					reg_C = {A[15], A[15:1]};
					reg_Cout = 1'b0;
				end
			4'b1100:  
				begin
					reg_C = {A[0], A[15:1]};
					reg_Cout = 1'b0;
				end
			4'b1101:  
				begin
					reg_C = {A[14:0], 1'b0};
					reg_Cout = 1'b0;
				end
			4'b1110:  
				begin
					reg_C = {A[14:0], A[0]};
					reg_Cout = 1'b0;
				end
			4'b1111:  
				begin
					reg_C = {A[14:0], A[15]};
					reg_Cout = 1'b0;
				end
		endcase
	end
endmodule
==> design/flow/run.sh <==
#!/bin/bash
# OpenROAD 26Q1-2900-gdf79404cd8, Yosys 0.63+post, stock flow scripts
make -C /OpenROAD-flow-scripts/flow DESIGN_CONFIG=/design/flow/config.mk WORK_HOME=/design/flow/orfs finish
==> design/flow/config.mk <==
export PLATFORM = sky130hd
export DESIGN_NAME = ALU
export DESIGN_NICKNAME = ALU
export VERILOG_FILES = /design/flow/design.v
export SDC_FILE = /design/flow/constraint.sdc
export NUM_CORES = 4
export LEC_CHECK = 1
export CORE_UTILIZATION = 50
==> design/flow/constraint.sdc <==
current_design ALU

set clk_period 8.8
set clk_io_pct 0.2

create_clock -name clk0 -period $clk_period

set non_clock_inputs [all_inputs -no_clocks]
set_input_delay [expr $clk_period * $clk_io_pct] -clock clk0 $non_clock_inputs
set_output_delay [expr $clk_period * $clk_io_pct] -clock clk0 [all_outputs]
==> out/summary.json <==
{
  "die": {
    "row_count": 30,
    "die.size.x_um": 87.6,
    "die_area_um2": 7670,
    "core_um2": 6940,
    "fp_util_pct": 52.7,
    "die_y_um": 87.6,
    "design.portCount": 53
  },
  "final_layout": {
    "sequential_cell_area_um2": 0,
    "instances_no_fill": 672,
    "num-fill-cells": 664,
    "drive_above_1_share_pct": 4.51,
    "numSequentialCells": 0,
    "syn2layout_area_growth_pct": 13.6,
    "final_area_um2": 4160,
    "logic_area_um2": 3270,
    "layout_top_cells": "51 x sky130_fd_sc_hd__nor2_1, 51 x sky130_fd_sc_hd__clkdlybuf4s50_1, 48 x sky130_fd_sc_hd__ha_1",
    "number_of_clock_tree_buffers_in_the_layout": 0
  },
  "critical_path": {
    "critPathArrivalTime_ps": 5370,
    "crit_chain": "clkdlybuf4s50_1 -> inv_1 -> ha_1 -> nor3_1 -> and2_1 -> a221oi_2 -> o41ai_1 -> o2111ai_1 -> a22oi_1 -> clkdlybuf4s50_1",
    "timing.setup.critical_path_class": "in -> out",
    "startpoint_type": "input port",
    "cp-startpoint": "A[8]",
    "worstPathMaxFanout": 13,
    "critical_path.max_stage_delay_ps": 780,
    "cp_buf_inv_count": 3,
    "worst-endpoint-required_ps": 7040,
    "worst_setup_path_end_kind": "output pin",
    "path_delay_family": "AND-OR/OR-AND gates",
    "critical_path.most_common_cell": "sky130_fd_sc_hd__clkdlybuf4s50_1",
    "critPathSlowestCell": "sky130_fd_sc_hd__o41ai_1"
  },
  "drt": {
    "dr.first_iter.drc_count": 417,
    "wl_per_cell_um": 19.0,
    "totalWireLength_mm": 12.8,
    "detail-route-antenna-nets": 0,
    "num_vias": 4408,
    "drc_errors": 0,
    "first_pass_iters": 5,
    "diodes": 0,
    "post_drt_via_cell_ratio": 6.56
  },
  "worst_hold_path": {
    "hold_end": "C[7]",
    "min_delay_path_depth": 5,
    "hold_start": "OP[2]",
    "hp-class": "in -> out"
  },
  "global_routing": {
    "largest_net_degree_at_the_start_of_global_routing": 49,
    "grt_usage_pct": 34.3,
    "grt.overflow.total": 0,
    "grt_pass1_wl_mm": 20.3,
    "grt_pass1_vias": 3954,
    "initial_antenna_violation_count": 0
  },
  "pwr": {
    "static-leakage-power_nw": 1.74,
    "p_per_area_nw_per_um2": 63.2,
    "max-vdd-ir-drop_mv": 0.0317
  },
  "synthesis": {
    "synth_sequential_area_ratio_pct": 0,
    "ys_cells": 562,
    "syn_inst": 562,
    "post_synth_num_cell_types": 72,
    "yosys.stat.chipArea_um2": 3660,
    "synthesis.area_per_instance_um2": 6.51,
    "yosys_warnings": 1,
    "mappedNetlistArea_um2": 3660
  },
  "clocking": {
    "cts-resized-gates": 0,
    "postCtsSetupBuffers": 0,
    "post_cts_hold_buffer_count": 0
  },
  "run": {
    "max_cap_viol_count": 0,
    "openroad.warnings": 65
  },
  "place": {
    "cells_after_dpl": 672,
    "gp_congestion": 1.04,
    "post_dp_cell_area_um2": 4160,
    "post-dp-hpwl_mm": 9.41,
    "io_buffers": 53,
    "dp_worst_setup_slack_ps": 1730
  },
  "sta": {
    "rsz0062_at_grt": "false",
    "hold_viol": 0,
    "slew_violations": 0,
    "min_period_over_period_pct": 81.1,
    "finalSetupViolations": 0,
    "fin_tns_setup_ps": 0,
    "final_period_minus_worst_setup_slack_ps": 7130,
    "slew_headroom_pct": 42.7,
    "maxClockFrequency_ghz": 0.140,
    "finalWorstSetupSlack_ps": 1670,
    "max_slew.worst_pin.slew_ps": 848
  },
  "run_status": {
    "outcome": "finished clean"
  }
}
Yosys cell counts (9+ instances only):
cell type	count	share of area [%]
sky130_fd_sc_hd__inv_1	46	4.7
sky130_fd_sc_hd__nand2_1	40	4.1
sky130_fd_sc_hd__nor2_1	51	5.2
sky130_fd_sc_hd__nor3_1	10	1.4
sky130_fd_sc_hd__a31oi_1	12	2.1
sky130_fd_sc_hd__nand3_1	11	1.5
sky130_fd_sc_hd__a221oi_1	13	3.1
sky130_fd_sc_hd__o21ai_0	34	4.6
sky130_fd_sc_hd__o22ai_1	15	2.6
sky130_fd_sc_hd__a22oi_1	9	1.8
sky130_fd_sc_hd__a211oi_1	9	1.8
sky130_fd_sc_hd__ha_1	48	16
sky130_fd_sc_hd__a21oi_1	43	5.9
sky130_fd_sc_hd__nand2b_1	9	1.5
sky130_fd_sc_hd__xnor2_1	13	3.1
sky130_fd_sc_hd__mux2i_1	11	3.0
sky130_fd_sc_hd__clkbuf_1	29	3.0
layout make-up:
class	count	share of cell area [%]
Inverter	52	4.70
Tap cell	96	2.89
Timing Repair Buffer	60	13.8
Multi-Input combinational cell	464	78.6
through the flow:
step | power [mW] | hold WS (ps) | utilization, %
after floorplan | 0.169 | 3610 | -
after global placement | 0.257 | 4580 | 59.9
after detailed placement | 0.257 | 4590 | 59.9
after CTS | 0.258 | 4610 | 59.9
after global routing | 0.288 | 4700 | 59.9
final | 0.263 | 4630 | 59.9
logic make-up (layout without fill, tap and decap cells):
group,after synthesis,count (layout),synth area share [%]
XOR/XNOR,19,19,4.55
AND-OR/OR-AND,230,230,43.8
buffers and inverters,98,112,10.7
adder cells (fa/ha/maj),50,50,17.5
AND/OR/NAND/NOR,152,152,19.8
multiplexers,13,13,3.62
worst min-delay path: stages:
cell and delay (ps):
sky130_fd_sc_hd__buf_2 100, sky130_fd_sc_hd__buf_4 270, sky130_fd_sc_hd__a21oi_1 230, sky130_fd_sc_hd__o21ai_1 90, sky130_fd_sc_hd__clkdlybuf4s50_1 400
worst max path at each step:
stage	end	cells after the start
4_1_cts	C[15]	10
5_1_grt	C[15]	10
6_report	C[15]	10
metal layers:
metal | share of wire, % | wire length (µm) | global-route usage, % | vias to the layer above
li1 | - | - | - | 2131
met4 | 2.0 | 251 | 8.64 | 0
met2 | 45 | 5760 | 56.5 | 250
met3 | 9.9 | 1260 | 3.82 | 28
met5 | 0 | 0 | 0 | -
met1 | 43 | 5490 | 48.4 | 1999
where the power goes:
group          total, mW  switching, mW  leakage [nW]  internal (mW)
clock network          0              0             0              0
registers              0              0             0              0
logic              0.263          0.146          1.74          0.117
Power and IR drop assume default switching activity.
